===== flow/design.v =====
module Transmitter #( parameter FREQUENCY = 32'd50_000_000, SPEED = 32'd15_000_00 ) (
    input CLK_i,
    input Reset_i,
    input dataReady, 
    input [7:0] data, 
    output reg Tx, 
    output reg ReadyToSend
);
    parameter Divider = FREQUENCY/SPEED;                                               
    parameter Idle = 2'b00; 			
    parameter StartBit = 2'b01;		
    parameter DataBit = 2'b10;		
    parameter StopBit = 2'b11;      
    reg [1:0] state;
    reg [3:0] bitCount; 
    reg [31:0] tickCount; 
    reg CLK_low;  
    initial begin
        state <= Idle;
        ReadyToSend <= 1'b1;
        bitCount <= 4'd0;
        tickCount <= 32'd0;
    end
    always @( posedge CLK_i or posedge Reset_i ) begin
        if ( Reset_i ) begin 
            state <= Idle;
            ReadyToSend <= 1'b1;
            bitCount <= 4'd0;
            tickCount <= 32'd0;
        end else begin
            if ( tickCount < Divider) tickCount <= tickCount + 32'd1;
            else tickCount <= 32'd0;
            CLK_low <= (tickCount == 32'd0);
            if ( CLK_low )
                case ( state )
                    Idle: begin
                        Tx <= 1'b1;
                        if ( dataReady ) begin
                            ReadyToSend <= 1'b0;
                            state <= StartBit;
                        end else begin
                            ReadyToSend <= 1'b1;
                            state <= state;		
                        end
                    end
                    StartBit: begin
                        Tx <= 1'b0;         
                        state <= DataBit;
                    end
                    DataBit: begin
                        bitCount <= bitCount + 1;
                        if (bitCount == 4'b1000) begin
                        bitCount <= 4'd0;
                        state <= StopBit;
                        end else Tx <= data[bitCount];
                    end
                    StopBit: begin
                    Tx <= 1'b1;
                    ReadyToSend <= 1'b1;
                    state <= Idle;
                    end
                    default: state <= Idle;
                endcase
        end
    end
endmodule

===== flow/constraint.sdc =====
current_design Transmitter

set clk_period 2.2
set clk_io_pct 0.2

create_clock -name clk0 -period $clk_period [get_ports {CLK_i}]

set non_clock_inputs [all_inputs -no_clocks]
set_input_delay [expr $clk_period * $clk_io_pct] -clock clk0 $non_clock_inputs
set_output_delay [expr $clk_period * $clk_io_pct] -clock clk0 [all_outputs]

===== flow/run.sh =====
#!/bin/bash
# OpenROAD 26Q1-2900-gdf79404cd8, Yosys 0.63+post, stock flow scripts
make -C /OpenROAD-flow-scripts/flow DESIGN_CONFIG=/design/flow/config.mk WORK_HOME=/design/flow/orfs finish

===== flow/config.mk =====
export PLATFORM = sky130hd
export DESIGN_NAME = Transmitter
export DESIGN_NICKNAME = Transmitter
export VERILOG_FILES = /design/flow/design.v
export SDC_FILE = /design/flow/constraint.sdc
export NUM_CORES = 4
export LEC_CHECK = 1
export CORE_AREA = 10 10 107 107
export DIE_AREA = 0 0 117 117

==> run summary <==
Depth of the worst hold-timing path: 1
Total standard cell area after synthesis: 1630 µm²
Leakage power total: 0.8998 nW
Overall die height: 117 µm
Ordered list of cells on the worst path: clkdlybuf4s50_1
Result of the run: finished, final reports clean
I/O pin count: 13
Share of synthesized registers carrying an async set or reset: 0.9512
Crit share post-route: 0.7766
Number of synthesized flops with an enable pin: 2
Number of warnings reported in the yosys synthesis log: 1
Logic area: 634.4 µm²
Sum of net half-perimeters after detailed placement: 1.699 mm
Highest-count logic cell in the final layout: dfrtp_1
Detailed Routing Iterations Pass 1: 4
Register share after synthesis: 0.6362
Family of cells with the greatest summed delay on the critical path: flip-flops
Setup skew after layout: 0.005518 ns
Standard-cell row count: 35
CTS max path bufs: 2
Startpoint of the worst-slack reg-to-reg timing path: state[0]
Count of buffering cells on the critical path with inverters included: 1
Sequential cell area in the final layout: 1037 µm²
Max Fanout on Critical Path: 2
Cells in synth_stat.txt: 119
Final TNS setup: 0 ns
Required time at the worst-slack endpoint: 1.76 ns
Overall routed net length: 2.383 mm
Tally of OpenROAD warnings: 30
Clock latency at the later pin of the worst-skew pair: 0.28 ns
Number of slew-limit violations in the final report: 0
Element type at the critical path start: flip-flop
Final routed DRC violation total: 0
Logic depth of the worst path, buffers included: 1
Max cap viols: 0
Ys flops: 41
Chip Footprint: 13,690 µm²
Final setup violation count: 0
Routability Congestion: 0.7701
Vias in the first global route: 940
Clock sinks: 41
Post-route worst setup slack: 0.4915 ns
Max stage delay on crit path: 0.53 ns
Setup fix buffers added after clock tree synthesis: 0
Total gr overflow: 0
Critical Path Sink Type: primary output
Commonest cells after routing, fill and taps aside: 38 x dfrtp_1, 26 x conb_1, 12 x clkdlybuf4s50_1
Iteration-0 DRC Markers: 31
Total of buffers placed on input and output ports: 12
Final period demand of the worst path: 1.709 ns
Largest net degree at the start of global routing: 40
Hold slack final: 0.5012 ns
Final ANT Viol Nets: 0
Area of the core: 9196 µm²
Wire length of the first global-routing pass: 4.340 mm
Power density over cell area: 889.7 nW/µm²
Highest-delay cell along the critical path: dfstp_2
Ratio of cells with drive above 1 in the final layout: 0.09146
Arrival time at the worst endpoint: 1.27 ns
ANT cells: 0
Total clock buffers created by CTS: 5
Post-Syn Area per Cell: 13.70 µm²
Finished Core Util: 0.2248
Area growth, synth to finish: 26.78%
Fillers: 966
Pre-CTS setup slack: 0.3580 ns
Hold Crit Start: tickCount[0]
Average wire per cell in the routed design: 8.665 µm
Achievable Freq: 585.3 MHz
Post-cts hold buffer count: 0
Logic depth of the worst register-to-register path: 5
Peak VDD IR: 0.2595 mV
Setup CP Type: reg -> out
Distinct cell type count after synthesis: 38
Initial antenna violation count: 0
R2r endpoint: state[1]
Setup slack of the most critical reg-to-reg path: 0.55 ns
Final standard cell count with taps included and fillers excluded: 275
Final Hold Violation Tally: 0
Vias after detailed routing: 935
Instance area after placement: 1979 µm²
Cells after DPL: 267
Chip area from the yosys synthesis statistics: 1630 µm²
Type of the tightest min-delay check: reg -> reg
Clock root cell: clkbuf_8
CTS H-tree depth: 2
Drt via density: 3.400
Fraction of the core area occupied by cells at floorplan: 0.1773
Reg clk slew, reported paths: 0.08 ns
Horiz. Die Dim: 117 µm
Global-route usage over all layers: 0.03844
Total Power: 1.839 mW
Post-CTS sizing: 0
Prevailing post-synth register cell: dfrtp_1
Synth Instances: 119
RSZ-0062 raised after global routing: false
Final cell area excluding filler cells: 2067 µm²
CTS tree: built
Hold EP: tickCount[0]
## layout make-up
type                    count  share of cell area
flip-flops and latches     41              0.5018
multi-input cells          91              0.3069
repair buffers             13             0.06174
well taps                 111             0.06719
inverters                  11             0.01998
clock buffers               6             0.03511
clock inverters             2            0.007264
## per-layer routing
layer,global-route usage,wire (µm)
met1,0.05645,1236
met5,0,0
met2,0.05024,903
met4,0.006590,0
met3,0.01909,243
## synth_stat cells, types with 2 or more instances
cell | count | area, µm²
nor4b_1 | 2 | 17.52
mux2i_1 | 3 | 30.03
nand3_1 | 4 | 20.02
inv_1 | 11 | 41.29
nor2b_1 | 3 | 18.77
mux2_2 | 2 | 22.52
nor4_1 | 11 | 68.82
xnor2_1 | 2 | 17.52
a21oi_1 | 2 | 10.01
nor2_1 | 5 | 18.77
dfrtp_1 | 38 | 950.9
edfxtp_1 | 2 | 60.06
ha_1 | 8 | 100.1
nor3_1 | 2 | 10.01
## how the worst max path moves through the flow
stage | start | end | slack, ns
final | ReadyToSend | ReadyToSend | 0.49
after CTS | ReadyToSend | ReadyToSend | 0.47
after global routing | state[0] | state[1] | 0.40
## power breakdown
part / total, mW / internal (mW) / switching, mW
Clock: 0.470 / 0.223 / 0.247
Combinational: 0.425 / 0.219 / 0.206
Sequential: 0.943 / 0.857 / 0.0861
## sequential cells by signal, summed over array words and instances (netlist names)
register / cells
tickCount: 32
state: 2
bitCount: 4
CLK_low: 1
Tx: 1
ReadyToSend: 1
## cell families after synthesis
| kind of cell | Yosys count | synth area share |
|---|---|---|
| simple gates | 36 | 0.1443 |
| fa+ha+maj | 8 | 0.06140 |
| flops | 41 | 0.6362 |
| buf+inv | 12 | 0.03223 |
| compound gates | 12 | 0.05910 |
| xor+xnor | 3 | 0.01612 |
| mux | 6 | 0.04835 |
| other cells | 1 | 0.002300 |
Power is estimated from default activity; no workload was simulated.
